==> design/flow/design.v <==
module coin_return (disp_B, disp_Q, disp_D, disp_N, disp_P, done, 
    money, price, start, clk, reset, avail_B, avail_Q, avail_D, avail_N, avail_P);
    output disp_B, disp_Q, disp_D, disp_N, disp_P, done;
    reg done;
    input [8:0] money, price;
    input start, clk, reset, avail_B, avail_Q, avail_D, avail_N, avail_P;
    localparam  IDLE = 3'b000,
                DISP_BILL = 3'b001,
                DISP_QUARTER = 3'b010,
                DISP_DIME = 3'b011,
                DISP_NICKLE = 3'b100,
                DISP_PENNY = 3'b101;
    localparam  DOLLAR_BILL = 100,
                QUARTER = 25,
                DIME = 10,
                NICKLE = 5,
                PENNY = 1;
    wire [4:0] avail;
    assign avail = {avail_B, avail_Q, avail_D, avail_N, avail_P};
    reg [4:0] disp;
    assign {disp_B, disp_Q, disp_D, disp_N, disp_P} = disp;
    localparam  DONT_DISP = 5'b00000,
                PLEASE_DISP_B = 5'b10000,
                PLEASE_DISP_Q = 5'b01000,
                PLEASE_DISP_D = 5'b00100,
                PLEASE_DISP_N = 5'b00010,
                PLEASE_DISP_P = 5'b00001;
    reg [8:0] change; 
    reg [2:0] state; 
    always @(posedge clk)
    begin
        if(reset) state <= IDLE;
        else 
        begin
            case(state) 
                IDLE :
                begin
                    change <= money - price;  
                    if(start)
                        if(((money - price) >= DOLLAR_BILL) && avail_B) state <= DISP_BILL;
                        else
                            if(((money - price) >= QUARTER) && avail_Q) state <= DISP_QUARTER;
                            else
                                if(((money - price) >= DIME) && avail_D) state <= DISP_DIME;
                                else
                                    if(((money - price) >= NICKLE) && avail_N) state <= DISP_NICKLE;
                                    else
                                        if(((money - price) >= PENNY) && avail_P) state <= DISP_PENNY;
                end
                DISP_BILL :
                begin
                    if((change >= DOLLAR_BILL) && avail_B) change <= change - DOLLAR_BILL;
                    if(((change - DOLLAR_BILL) < DOLLAR_BILL) || !avail_B)
                        if(((change - DOLLAR_BILL) >= QUARTER) && avail_Q) state <= DISP_QUARTER;
                        else 
                            if(((change - DOLLAR_BILL) >= DIME) && avail_D) state <= DISP_DIME;
                            else
                                if(((change - DOLLAR_BILL) >= NICKLE)) state <= DISP_NICKLE;
                                else
                                    if(((change - DOLLAR_BILL) >= PENNY) && avail_P) state <= DISP_PENNY;
                                    else state <= IDLE;
                end
                DISP_QUARTER :
                begin
                    if((change >= QUARTER) && avail_Q) change <= change - QUARTER;
                    if(((change - QUARTER) < QUARTER) || !avail_Q)  
                        if(((change - QUARTER) >= DIME) && avail_D) state <= DISP_DIME;
                        else 
                            if(((change - QUARTER) >= NICKLE) && avail_N) state <= DISP_NICKLE;
                            else
                                if(((change - QUARTER) >= PENNY) && avail_P) state <= DISP_PENNY;
                                else state <= IDLE;
                end
                DISP_DIME :
                begin
                    if((change >= DIME) && avail_D) change <= change - DIME;
                    if(((change - DIME) < DIME) || !avail_D)
                        if(((change - DIME) >= NICKLE) && avail_N) state <= DISP_NICKLE;
                        else 
                            if(((change - DIME) >= PENNY) && avail_P) state <= DISP_PENNY;
                            else state <= IDLE;
                end
                DISP_NICKLE :
                begin
                    if((change >= NICKLE) && avail_N) change <= change - NICKLE;
                    if(((change - NICKLE) < NICKLE) || !avail_N)
                        if(((change - NICKLE) >= PENNY) && avail_P) state <= DISP_PENNY;
                        else state <= IDLE;
                end
                DISP_PENNY :
                begin
                    if((change >= PENNY) && avail_P) change <= change - PENNY;
                    if(((change - PENNY) < PENNY) || !avail_P) state <= IDLE;
                end
            endcase
        end
    end
    always @(*) 
    begin
        disp = DONT_DISP;
        done = 1'b0;
        case(state) 
            IDLE :
                done = 1'b1;
            DISP_BILL :
                if((change >= DOLLAR_BILL) && avail_B) disp = PLEASE_DISP_B;
            DISP_QUARTER :
                if((change >= QUARTER) && avail_Q) disp = PLEASE_DISP_Q;
            DISP_DIME :
                if((change >= DIME) && avail_D) disp = PLEASE_DISP_D;
            DISP_NICKLE :
                if((change >= NICKLE) && avail_N) disp = PLEASE_DISP_N;
            DISP_PENNY :
                if((change >= PENNY) && avail_P) disp = PLEASE_DISP_P;
        endcase
    end
endmodule
==> design/flow/run.sh <==
#!/bin/bash
# OpenROAD 26Q1-2900-gdf79404cd8, Yosys 0.63+post, stock flow scripts
make -C /OpenROAD-flow-scripts/flow DESIGN_CONFIG=/design/flow/config.mk WORK_HOME=/design/flow/orfs finish
==> design/flow/config.mk <==
export PLATFORM = sky130hd
export DESIGN_NAME = coin_return
export DESIGN_NICKNAME = coin_return
export VERILOG_FILES = /design/flow/design.v
export SDC_FILE = /design/flow/constraint.sdc
export NUM_CORES = 4
export LEC_CHECK = 1
export CORE_UTILIZATION = 40
==> design/flow/constraint.sdc <==
current_design coin_return

set clk_period 7.5
set clk_io_pct 0.2

create_clock -name clk0 -period $clk_period [get_ports {clk}]

set non_clock_inputs [all_inputs -no_clocks]
set_input_delay [expr $clk_period * $clk_io_pct] -clock clk0 $non_clock_inputs
set_output_delay [expr $clk_period * $clk_io_pct] -clock clk0 [all_outputs]
==> run summary <==
run metrics: CP arrival 4.91 ns, post_cts resized 0, Placed Instances 517, Met3 Wirelength 916 um, gate count of the mapped netlist 410, Async SR Flop Fraction 0, area of the mapped netlist 2900 um^2, CP required 7.68 ns, area of placed instances 3250 um^2, Hold-fix buffers, CTS 0, Worst Max-Slew Pin Slew 0.916 ns, post-DP HPWL 7670 um, vias per inst 6.30, Reg2Reg Depth 8, Top delay family on crit path simple AND/OR/NAND/NOR gates, # Cells Yosys 410, First-pass DRT Iterations 5, total CTS buffers 3, clock root buffer clkbuf_8, largest net degree at the start of global routing 31, Final setup viols 0, Die ar. 7580 um^2, CTS max path bufs 2, GRT overflow 0, Pre-Place Util 0.419, # H-tree levels 1, Cell Type Count 69, FF+latch count, synth 15, Hold Path Class reg -> reg, Synth Area per Inst 7.06 um^2, GRT Util Overall 0.280, period utilization 0.629, top logic cells by instance count in the layout nand2_1 (51), a21oi_1 (32), nor2_1 (31), clkdlybuf4s50_1 (31), inv_1 (30), Slowest cell on crit path or4_1, vias in the first global route 3,004, RSZ-0062 raised after global routing no, I/O pin count 32, TritonCTS clock tree yes, buffers plus inverters on the worst setup path 2, Dominant flop cell edfxtp_1, area of the core 6910 um^2, Critical Path Fanout Max 8, clock sinks 15, reg-to-reg slack, setup 3.64 ns, Pleak 0.00121 uW, fin cells 521, WL per Instance 19.1 um, # Post-CTS Setup Buffers 0, first-pass GRT wire length 15,800 um, setup TNS 0 ns, share of cells above drive strength 1 0.0494, PD cells 168 nW/um^2, DR DRC count 0, total inserted antenna cells 0, FP Rows 30, yosys synthesis chip area 2900 um^2, OpenROAD warnings 40, Yosys warnings 1, initial DRC count 283, Seq share, synth 0.135, Commonest Layout Cell nand2_1, Detail Route Antenna Nets 0, Max stage delay on crit path 0.57 ns, outcome completed, Setup Skew 0.00816 ns, final slew viol count 0, Setup crit start kind input pin, min Tclk post-route 4.72 ns, Clk pin slew, worst setup/hold paths 0.07 ns, EDFF count, synth 9, Worst VDD drop 95.7 uV, worst hold stages 4, CP cell instances clkdlybuf4s50_1, ha_1, inv_1, fa_1, a211oi_2, o31ai_2, and4_4, or3_4, nor3b_4, a41oi_2, or4_1, o221ai_2, clk latency of the worst-skew pair 0.26 ns, final hold vios 0, vias 3,281, WS Path Type in -> reg, PortBufs 31, Routability Congestion 0.965, max layer used met4, Max Clk Rate 0.212 GHz, DRT Wirelength 9930 um, Finished Cell Area 3300 um^2, Total Power 556 uW, initial antenna violation count 0, metal2 WL 4430 um, Die Y 87.1 um, Stages on worst setup path 12, Max-Slew Margin vs Limit 0.382, Area Growth Syn to Fin 14.0%, DRT met1 WL 4370 um, Die X-Extent 87.1 um, total of max-cap violations 0, Worst Setup End Kind flop
worst reg2reg max path: stages, from the launching register on:
cell and delay (ns):
edfxtp_1 0.59, inv_1 0.23, ha_1 0.40, nand2b_1 0.25, a21oi_1 0.56, o21ai_0 0.26
a222oi_1 0.39, nand2_1 0.18, a21oi_1 0.62
cells in the mapped netlist, drive strengths merged (4+ instances only):
cell	number	area share
a211oi	6	0.017
a21oi	32	0.055
a221oi	5	0.015
a22oi	4	0.010
a31oi	6	0.013
and2	4	0.0086
and3	4	0.0086
clkbuf	19	0.025
dfxtp	6	0.041
edfxtp	9	0.093
ha	27	0.12
inv	30	0.039
nand2	51	0.066
nand2b	12	0.026
nand3	15	0.026
nand4	5	0.011
nor2	31	0.040
nor3	7	0.012
o21ai	26	0.045
o221ai	4	0.014
o22ai	4	0.0086
o31ai	9	0.025
or3	5	0.013
xnor2	15	0.045
xor2	6	0.018
sequential cells by signal (all words and copies together), names as in the netlist:
| register | flops |
|---|---|
| change | 9 |
| state | 6 |
routing by layer:
metal	track usage	vias to the layer above
li1	-	1568
met5	0	-
met3	0.0712	20
met2	0.424	157
met1	0.411	1536
met4	0.0500	0
final cells by class:
type                    instances  area, um^2
repair buffers                 32         318
fillers                       750        3610
inverters                      30         113
clock buffers                   3        41.3
well taps                      96         120
clock inverters                 1        6.26
multi-input cells             344        2310
flip-flops and latches         15         390
per-stage QoR:
| stage | worst slack, ns | hold slack (ns) | util |
|---|---|---|---|
| 4_1_cts | 2.78 | 0.732 | 0.478 |
| 3_3_place_gp | 2.58 | 0.712 | 0.471 |
| 5_1_grt | 2.56 | 0.816 | 0.478 |
| 3_5_place_dp | 2.54 | 0.717 | 0.471 |
| 6_report | 2.78 | 0.738 | 0.478 |
| 2_1_floorplan | 3.17 | 0.626 | - |
cell families (layout without fill, tap and decap cells):
group | after synthesis | after routing | share of synthesized area
AND/OR/NAND/NOR | 161 | 161 | 0.287
adder cells (fa/ha/maj) | 29 | 29 | 0.127
buffers and inverters | 51 | 66 | 0.0665
XOR/XNOR | 21 | 21 | 0.0635
multiplexers | 1 | 1 | 0.00346
AND-OR/OR-AND | 132 | 132 | 0.318
flip-flops | 15 | 15 | 0.135
path summary, 6_finish.rpt:
path | from | endpoint
hold / removal | state[0] | state[3]
setup reg to reg | change[1] | change[7]
setup / recovery | price[0] | state[4]
hold reg to reg | state[0] | state[3]
report_power, final:
| part | internal [uW] | switching (uW) |
|---|---|---|
| logic | 126 | 214 |
| clock network | 37.6 | 32.5 |
| registers | 105 | 40.2 |
| total | 269 | 286 |
Power is estimated from default activity; no workload was simulated.
