<file path="flow/config.mk">
export PLATFORM = sky130hd
export DESIGN_NAME = fpmul
export DESIGN_NICKNAME = fpmul
export VERILOG_FILES = /design/flow/design.v
export SDC_FILE = /design/flow/constraint.sdc
export NUM_CORES = 4
export LEC_CHECK = 1
export CORE_UTILIZATION = 40
</file>
<file path="flow/constraint.sdc">
current_design fpmul

set clk_period 19.9
set clk_io_pct 0.2

create_clock -name clk0 -period $clk_period

set non_clock_inputs [all_inputs -no_clocks]
set_input_delay [expr $clk_period * $clk_io_pct] -clock clk0 $non_clock_inputs
set_output_delay [expr $clk_period * $clk_io_pct] -clock clk0 [all_outputs]
</file>
<file path="flow/design.v">
module fpmul (oprA, oprB, Result);
    input [31:0] oprA, oprB;
    output [31:0] Result;
    wire s_a, s_b;
    wire [7:0] exp_a, exp_b;
    wire [22:0] frac_a, frac_b;
    reg s_z; 
    reg [7:0] exp_z;
    reg [22:0] frac_z;
    assign {s_a, exp_a, frac_a} = oprA;
    assign {s_b, exp_b, frac_b} = oprB;
    assign Result = {s_z, exp_z, frac_z};
    always @(*)
        if(s_a == s_b) s_z = 1'b0;
        else s_z = 1'b1;
    reg [47:0] frac_z_i;
    reg inc_1;  
    always @(*)
    begin
        frac_z_i = {1'b1, frac_a} * {1'b1, frac_b};
        if(frac_z_i[47])
        begin
            inc_1 = 1'b1;
            frac_z = frac_z_i[46-:23];
        end
        else
        begin
            inc_1 = 1'b0;
            frac_z = frac_z_i[45-:23];
        end
    end
    reg [7:0] exp_z_2i;
    always @(*)
    begin
        exp_z_2i = (exp_a + exp_b) - 127;
        if(inc_1) exp_z = exp_z_2i + 1;
        else exp_z = exp_z_2i;
    end
endmodule
</file>
<file path="flow/run.sh">
#!/bin/bash
# OpenROAD 26Q1-2900-gdf79404cd8, Yosys 0.63+post, stock flow scripts
make -C /OpenROAD-flow-scripts/flow DESIGN_CONFIG=/design/flow/config.mk WORK_HOME=/design/flow/orfs finish
</file>
==> impl_metrics.tcl <==
# flow metrics
set metrics [dict create \
    antenna_found_initial 0 \
    pin_count 96 \
    crit_buf_inv 11 \
    post_dp_cell_area_um2 20900 \
    dieWidth_um 221 \
    initCoreUtil 0.409 \
    holdCritPathClass "in2out" \
    rows 79 \
    postCtsSetupRepairBufs 0 \
    report.final.slew_viol_count 0 \
    rsz0062_at_grt "false" \
    cpMaxStageDelayCell "clkdlybuf4s50_1" \
    crit_type "in2out" \
    fmax_mhz 59.6 \
    routed_wl_um 50700 \
    grt_pass1_wl_um 85300 \
    wl_per_cell_um 17.8 \
    chipArea_um2 48900 \
    hold_end "Result[31]" \
    drive_gt1_frac 0.0296 \
    seq_area_um2 0 \
    yosysWarnings 1 \
    ys_seq_frac 0 \
    slowest_delay_ns 0.93 \
    synth_top_area_share 0.503 \
    end_kind "primary output" \
    whs_path_depth 3 \
    n_antenna_cell 0 \
    grt_overflow 0 \
    min_from "oprB[31]" \
    drt_pre_antenna_iters 5 \
    ant_nets 0 \
    first_global_vias 15700 \
    syn_to_final_growth_pct 8.63 \
    crit_family "adder cells" \
    critical_path.max_fanout 36 \
    required_ns 15.92 \
    drc 0 \
    yosysChipArea_um2 19200 \
    io_buffers 96 \
    grt_start_max_net_pins 37 \
    coreArea_um2 47000 \
    finalInstanceArea_um2 20900 \
    syn_inst 2195 \
    timing.final.ws_setup_ns 3.12 \
    status "complete, no violations" \
    vias_per_cell 4.94 \
    ctsHoldBuffers 0 \
    warnings 33 \
    vias 14000 \
    gp_congestion 0.970 \
    critPathArrivalTime_ns 12.80 \
    report.final.hold_viol_count 0 \
    area_leaders "fa_1 (50%), ha_1 (12%), inv_1 (12%)" \
    top_area_cell "fa_1" \
    relSlewSlack 0.520 \
    ys_cells 2195 \
    drt-initial-drc-count 507 \
    clkbuf_count 0 \
    cp_common_cell "fa_1" \
    syn_area_um2 19200 \
    ys_types 60 \
    hpwl_um 39600 \
    period_minus_slack_ns 16.78 \
    period_used_share 0.843 \
    seq_cells 0 \
    worstMarginPinSlew_ns 0.718 \
    synth_area_per_cell_um2 8.75 \
    setup.worst_path.start_class "primary input" \
    die_h_um 221 \
    grt_usage 0.239 \
    setup_viol 0 \
    setup_tns_ns 0 \
    cts_resized 0 \
    pre_cts_ws_ns 3.14 \
    drv_cap 0 \
]
[tightest hold or removal path, cell delays in order]
cell	delay, ns
clkdlybuf4s50_1	0.47
xor2_1	0.06
clkdlybuf4s50_1	0.39
[cell usage in the layout, fill, tap and decap left out, types with 3 or more instances in the layout]
cell,n
nand4_1,13
nand3_1,10
a21o_1,20
nand2_1,292
a31oi_1,7
o31ai_1,3
mux2_4,12
o21bai_1,7
o21ai_0,17
o21a_1,3
mux2i_1,4
and3_1,3
mux2_1,4
ha_1,183
a211oi_1,6
xor2_1,16
clkdlybuf4s50_1,96
xnor2_1,24
a21oi_1,38
nor2_1,58
inv_1,602
fa_1,482
buf_4,47
and2_1,240
nor3_1,5
[synthesized netlist by cell type (3+ instances only)]
| cell | count |
|---|---|
| fa_1 | 482 |
| mux2_4 | 12 |
| nand4_1 | 13 |
| buf_2 | 3 |
| nor2_1 | 58 |
| inv_1 | 602 |
| nand2_1 | 292 |
| o31ai_1 | 3 |
| a21o_1 | 20 |
| o21a_1 | 3 |
| mux2i_1 | 4 |
| nor3_1 | 5 |
| xnor2_1 | 24 |
| o21bai_1 | 7 |
| xor2_1 | 16 |
| a31oi_1 | 7 |
| o21ai_0 | 17 |
| clkbuf_1 | 98 |
| and3_1 | 3 |
| a211oi_1 | 6 |
| nand3_1 | 10 |
| a21oi_1 | 38 |
| mux2_1 | 4 |
| ha_1 | 183 |
| and2_1 | 240 |
[layout make-up]
type	count	area [um2]
Fill cell	4433	26100
Multi-Input combinational cell	1486	16500
Inverter	604	2270
Timing Repair Buffer	143	1310
Tap cell	607	759
[metrics by stage]
| step | cells | hold WS [ns] | utilization |
|---|---|---|---|
| 5_1_grt | 2840 | 8.91 | 0.444 |
| 2_1_floorplan | 2195 | 8.11 | - |
| 3_3_place_gp | 2840 | 8.88 | 0.444 |
| 4_1_cts | 2840 | 8.89 | 0.444 |
| 6_report | 2840 | 8.88 | 0.444 |
| 3_5_place_dp | 2840 | 8.89 | 0.444 |
[how the worst max path moves through the flow]
| stage | start | to | slack [ns] | depth (start not counted) |
|---|---|---|---|---|
| final | oprB[8] | Result[22] | 3.12 | 29 |
| after global routing | oprB[8] | Result[22] | 2.56 | 29 |
| after CTS | oprB[8] | Result[22] | 3.10 | 29 |
[per-layer routing]
metal  vias to the layer above  track usage  part of all wire
met2                       627        0.359              0.45
met3                        43        0.116              0.13
met4                         2       0.0235             0.014
li1                       6407            -                 -
met5                         -      0.00782           0.00095
met1                      6957        0.338              0.41
[logic make-up after synthesis]
kind of cell / synth area share
AND/OR/NAND/NOR: 0.160
adder cells (fa/ha/maj): 0.622
XOR/XNOR: 0.0197
multiplexers: 0.0138
buffers and inverters: 0.140
AND-OR/OR-AND: 0.0447
