## flow/design.v

```verilog
module TM_ALU (clk, reset,
AvgTxLen,  
InstExed,  
CurTxLen,  
AvgTxLen_new,  
InstExed_new  
);
    parameter WIDTH = 8; 
    input clk, reset;
    input [WIDTH - 1:0] AvgTxLen, CurTxLen;
    input [WIDTH - 1:0] InstExed;
    output [WIDTH - 1:0] AvgTxLen_new;
    output [WIDTH - 1:0] InstExed_new;
    reg [3 * WIDTH - 1:0] stage_0;
    reg [4 * WIDTH - 1:0] stage_1;
    reg [4 * WIDTH - 1:0] stage_2;
    reg [2 * WIDTH - 1:0] stage_3;
    assign {AvgTxLen_new, InstExed_new} = stage_3;
    always @(posedge clk, posedge reset)
    begin
        if(reset) {stage_0, stage_1} <= 0;
        else
        begin
            stage_0 <= {AvgTxLen, InstExed, CurTxLen};
            stage_1[4 * WIDTH - 1:2 * WIDTH] <= stage_0[3 * WIDTH - 1:2 * WIDTH] * stage_0[2 * WIDTH - 1:WIDTH];
            stage_1[2 * WIDTH - 1:0] <= {stage_0[WIDTH - 1:0], stage_0[2 * WIDTH - 1:WIDTH]};
        end
    end
    always @(posedge clk, posedge reset)
    begin
        if(reset) stage_2 <= 0;
        else
        begin
            stage_2[4 * WIDTH - 1:2 * WIDTH] <= stage_1[4 * WIDTH - 1: 2 * WIDTH] + stage_1[2 * WIDTH - 1:WIDTH];
            stage_2[2 * WIDTH - 1:WIDTH] <= stage_1[WIDTH - 1:0] + 1;
            stage_2[WIDTH - 1:0] <= stage_1[WIDTH - 1:0] + 1;
        end
    end
    always @(posedge clk, posedge reset)
    begin   
        if(reset) stage_3 <= 0;
        else
        begin
            stage_3[2 * WIDTH - 1:WIDTH] <= (stage_2[4 * WIDTH - 1:2 * WIDTH]) / (stage_2[2 * WIDTH - 1:WIDTH]);
            stage_3[WIDTH - 1:0] <= stage_2[WIDTH - 1:0];
        end
    end
endmodule
```

## flow/run.sh

```bash
#!/bin/bash
# OpenROAD 26Q1-2900-gdf79404cd8, Yosys 0.63+post, stock flow scripts
make -C /OpenROAD-flow-scripts/flow DESIGN_CONFIG=/design/flow/config.mk WORK_HOME=/design/flow/orfs finish
```

## flow/config.mk

```make
export PLATFORM = sky130hd
export DESIGN_NAME = TM_ALU
export DESIGN_NICKNAME = TM_ALU
export VERILOG_FILES = /design/flow/design.v
export SDC_FILE = /design/flow/constraint.sdc
export NUM_CORES = 4
export LEC_CHECK = 1
export CORE_UTILIZATION = 30
```

## flow/constraint.sdc

```tcl
current_design TM_ALU

set clk_period 35.2
set clk_io_pct 0.2

create_clock -name clk0 -period $clk_period [get_ports {clk}]

set non_clock_inputs [all_inputs -no_clocks]
set_input_delay [expr $clk_period * $clk_io_pct] -clock clk0 $non_clock_inputs
set_output_delay [expr $clk_period * $clk_io_pct] -clock clk0 [all_outputs]
```

==> results.py <==
# Synthesis and PnR figures
metrics = {
    "status": {
        "status": "finished clean",
    },
    "worst_setup_path": {
        "arrival_ns": 32.41,
        "critPathTopFamily": "AND-OR/OR-AND gates",
        "critPathSlowestCell": "or4_4",
        "critPathKind": "reg -> reg",
        "slowest_delay_ns": 0.64,
        "cp_num_buf_inv": 10,
        "crit_path_start_kind": "flop",
        "cp-end-kind": "flop",
        "worstPathMaxFanout": 16,
        "required_ns": 35.43,
        "cp_common_cell": "o21a_1",
    },
    "yosys": {
        "edf_count": 0,
        "synth.distinct_cells": 83,
        "async_flop_share_pct": 100,
        "synth_warnings": 1,
        "synth_area_um2": 10200,
        "numSynthFlops": 96,
        "synthCells": 1118,
        "ys_seq_share_pct": 23.5,
        "ys_chip_area_um2": 10200,
        "syn_avg_cell_area_um2": 9.14,
        "flop_cell": "dfrtp_1",
        "synth_stat.cells": 1118,
    },
    "layout": {
        "final.fill_count": 3403,
        "drive_gt1_share_pct": 8.29,
        "mostFrequentLayoutCell": "ha_1",
        "flop_area_um2": 2400,
        "areaGrowthSynthToFinish_pct": 12.4,
        "final_cell_mix": "ha_1, dfrtp_1, inv_1",
        "comb_area_um2": 7350,
        "final_area_um2": 11500,
    },
    "clock_network": {
        "numClockSinks": 96,
        "post_cts_buffers": 0,
        "ctsLongestPathBuffers": 2,
        "worst_skew_pair.late_latency_ns": 0.35,
        "cts_root_buf": "clkbuf_16",
        "cts_resized": 0,
        "postCtsHoldBufs": 0,
        "clk_pin_slew_ns": 0.07,
        "htree_levels": 3,
        "cts_buffers": 9,
        "cts_tree": "yes",
    },
    "die": {
        "die_h_um": 187,
        "dieArea_um2": 34800,
        "rows": 67,
        "fp_util_pct": 30.5,
        "coreArea_um2": 33500,
        "fp.dieW_um": 187,
        "ios": 42,
    },
    "global_routing": {
        "grt_pass1_vias": 7717,
        "antenna_found_initial": 0,
        "grt_pass1_wl_mm": 37.3,
        "grt_start_max_net_pins": 54,
        "grt-ovfl-total": 0,
        "grt_use_total_pct": 13.2,
    },
    "drt": {
        "vias": 7861,
        "antenna_left": 0,
        "wl_per_cell_um": 13.5,
        "drtIter0Drc": 379,
        "drc_errors": 0,
        "totalWireLength_mm": 21.7,
        "first_pass_iters": 7,
        "insertedDiodeCount": 0,
        "viasPerCell": 4.89,
    },
    "timing": {
        "finalCriticalPeriod_ns": 32.18,
        "hold_violations": 0,
        "finalClockPeriodUsage_pct": 91.4,
        "max_slew_margin_pct": 43.8,
        "setup-violations-final": 0,
        "fin_skew_ns": 0.0148,
        "setup_tns_ns": 0,
        "drv_slew": 0,
        "tightestPinTransition_ns": 0.831,
        "clock.fmax_mhz": 31.1,
        "rsz0062_at_grt": "no",
    },
    "place": {
        "place_congestion": 0.872,
        "place_hpwl_mm": 17.4,
        "io_buffers": 41,
        "placed_area_um2": 11100,
    },
    "flow_run": {
        "warning_count": 27,
        "max_cap_violations": 0,
    },
    "worst_hold_path": {
        "hp-class": "reg -> reg",
    },
}
## metal layers
| metal | global-route usage, % | wire length [um] | vias up |
|---|---|---|---|
| met5 | 0 | 0 | - |
| li1 | - | - | 4056 |
| met4 | 1.54 | 276 | 0 |
| met2 | 22.4 | 10200 | 111 |
| met1 | 18.9 | 10600 | 3677 |
| met3 | 1.56 | 662 | 17 |
## kinds of logic (layout without fill, tap and decap cells)
logic type                 after synthesis  after routing  synth area share, %
buffers and inverters                  119            159                 4.65
xor gates and xnor gates                69             69                 5.92
muxes                                   54             54                 5.99
DFF                                     96             96                 23.5
AOI/OAI and AO/OA                      257            257                 17.6
and+or+nand+nor                        339            339                 17.1
adders and majority gates              184            184                 25.3
## synth_stat cells (8+ instances only)
| master | number | share of area [%] |
|---|---|---|
| o21bai_1 | 9 | 0.66 |
| o21ai_0 | 52 | 2.5 |
| a21oi_1 | 57 | 2.8 |
| or2_2 | 9 | 0.55 |
| nand2b_1 | 14 | 0.86 |
| mux2i_1 | 15 | 1.5 |
| nand4_1 | 10 | 0.61 |
| nand2_1 | 77 | 2.8 |
| and2_1 | 40 | 2.4 |
| xor2_1 | 26 | 2.2 |
| o31ai_1 | 15 | 1.1 |
| xnor2_1 | 43 | 3.7 |
| nor2b_1 | 11 | 0.67 |
| a21o_1 | 23 | 1.7 |
| clkbuf_1 | 15 | 0.55 |
| or3_1 | 8 | 0.49 |
| o21a_1 | 44 | 3.2 |
| inv_1 | 95 | 3.5 |
| nor3_1 | 42 | 2.1 |
| ha_1 | 147 | 18 |
| nor2_1 | 71 | 2.6 |
| dfrtp_1 | 96 | 24 |
| o211ai_1 | 13 | 0.96 |
| fa_1 | 37 | 7.3 |
| nand3_1 | 18 | 0.88 |
| mux2_2 | 28 | 3.1 |
| and3_1 | 9 | 0.55 |
## sequential cells by signal, indices dropped and copies added, names as in the netlist
name / count
stage_3: 16
stage_0: 24
stage_1: 32
stage_2: 24
## worst reg2reg max path, delay by kind of cell (launching register included)
family                     cells  cell delay, ns
muxes                          7            2.40
adders and majority gates     16            4.89
and+or+nand+nor               38            7.99
AOI/OAI and AO/OA             76           15.09
DFF                            1            0.43
buffers and inverters         10            1.19
## path summary, 6_finish.rpt
kind,start,end,slack [ns],cells after the start
hold reg to reg,stage_0[0]$_DFF_PP0_,stage_1[8]$_DFF_PP0_,0.35,0
max in group asynchronous,reset,stage_2[15]$_DFF_PP0_,27.05,3
min in group asynchronous,reset,stage_0[0]$_DFF_PP0_,7.09,2
setup / recovery,stage_2[8]$_DFF_PP0_,stage_3[8]$_DFF_PP0_,3.02,147
setup reg to reg,stage_2[8]$_DFF_PP0_,stage_3[8]$_DFF_PP0_,3.02,147
hold / removal,stage_0[0]$_DFF_PP0_,stage_1[8]$_DFF_PP0_,0.35,0
## stage by stage
step / util [%] / hold slack [ns] / worst slack, ns / instances
2_1_floorplan: - / 0.331 / 5.94 / 1118
3_3_place_gp: 33.1 / 0.336 / 3.01 / 1590
3_5_place_dp: 33.1 / 0.336 / 2.53 / 1590
4_1_cts: 34.2 / 0.352 / 2.26 / 1606
5_1_grt: 34.2 / 0.367 / 0.0603 / 1606
6_report: 34.2 / 0.350 / 3.02 / 1606
## area by class of cell
cell class / instances / share of cell area [%]
multi-input cells: 903 / 64.1
flip-flops and latches: 96 / 20.9
well taps: 448 / 4.88
repair buffers: 44 / 3.77
inverters: 99 / 3.37
clock buffers: 10 / 1.99
clock inverters: 6 / 1.00
